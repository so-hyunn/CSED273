## /design/flow/design.v

```verilog
`timescale 1ns / 1ps
module t_ff(
output reg q,
input clk,
input rst,
input t
);
always @(negedge clk) begin
    if(!rst)
        q <= 0;
    else
        if(t)
            q <= ~q;
        else
            q <= q;
end
endmodule
module four_ripcount(
input clk,
input reset,
output [3:0] counter_out
);
t_ff f0(counter_out[0], clk, reset, 1);
t_ff f1(counter_out[1], counter_out[0], reset, 1);
t_ff f2(counter_out[2], counter_out[1], reset, 1);
t_ff f3(counter_out[3], counter_out[2], reset, 1);
endmodule
module ripcount(
input clk,
input reset,
output [23:0] count_out
);
four_ripcount fr1(clk, reset, {count_out[3], count_out[2], count_out[1], count_out[0]});
four_ripcount fr2(clk, reset, {count_out[7], count_out[6], count_out[5], count_out[4]});
four_ripcount fr3(clk, reset, {count_out[11], count_out[10], count_out[9], count_out[8]});
four_ripcount fr4(clk, reset, {count_out[15], count_out[14], count_out[13], count_out[12]});
four_ripcount fr5(clk, reset, {count_out[19], count_out[18], count_out[17], count_out[16]});
four_ripcount fr6(clk, reset, {count_out[23], count_out[22], count_out[21], count_out[20]});
endmodule
```

## /design/flow/run.sh

```bash
#!/bin/bash
# OpenROAD 26Q1-2900-gdf79404cd8, Yosys 0.63+post, stock flow scripts
make -C /OpenROAD-flow-scripts/flow DESIGN_CONFIG=/design/flow/config.mk WORK_HOME=/design/flow/orfs finish
```

## /design/flow/config.mk

```make
export PLATFORM = sky130hd
export DESIGN_NAME = ripcount
export DESIGN_NICKNAME = ripcount
export VERILOG_FILES = /design/flow/design.v
export SDC_FILE = /design/flow/constraint.sdc
export NUM_CORES = 4
export LEC_CHECK = 1
export CORE_AREA = 10 10 76 76
export DIE_AREA = 0 0 86 86
```

## /design/flow/constraint.sdc

```tcl
current_design ripcount

set clk_period 1.0
set clk_io_pct 0.2

create_clock -name clk0 -period $clk_period [get_ports {clk}]

set non_clock_inputs [all_inputs -no_clocks]
set_input_delay [expr $clk_period * $clk_io_pct] -clock clk0 $non_clock_inputs
set_output_delay [expr $clk_period * $clk_io_pct] -clock clk0 [all_outputs]
```

==> ci_impl_report.md <==
### Metrics collected by this job

| Metric | Value |
|---|---|
| CP delay by family, top | flip-flops |
| Comb. cell area | 175 um2 |
| Most instantiated logic cells after routing | 24 x inv_1, 20 x and2b_1, 18 x dfxtp_1, 18 x clkdlybuf4s50_1, 10 x buf_4 |
| Crit-path max FO | 2 |
| Initial DRC count | 12 |
| # Cells Yosys | 93 |
| Yosys stat chip area | 930 um2 |
| WL per Instance | 9.27 um |
| RSZ-0062 raised after global routing | yes |
| Hold_buf cts | 0 |
| IO Count | 26 |
| Post-synthesis sequential area ratio | 51.7% |
| Reg area | 488 um2 |
| Root Driver | clkbuf_8 |
| Worst Path Arrival | 1.21 ns |
| Worst slew pin tran | 0.147 ns |
| Worst vdd ir | 0.405 mV |
| Buffers on Ports | 25 |
| CTS tree | yes |
| Hold Crit Start | fr4.f0.q$_SDFF_NN0_ |
| Cell Pwr Density | 779 nW/um2 |
| Crit-path max cell delay | 0.31 ns |
| Setup TNS | -2.39 ns |
| GRT Util Overall | 4.20% |
| Drt pass-1 iters | 2 |
| Chip width | 86 um |
| Diode count | 0 |
| Antenna violations before repair | 0 |
| Worst slew margin | 90.2% |
| DR vias | 501 |
| Placed inst area | 1090 um2 |
| Flops & latches, synth | 24 |
| Final Hold Viols | 0 |
| Post-route clock skew | 0 ns |
| Global-route wire length before repair | 2550 um |
| Reg-to-reg endpoint | fr5.f0.q$_SDFF_NN0_ |
| Die height | 86 um |
| Area growth syn-to-layout | 24.6% |
| Synthesized area | 930 um2 |
| Crit. End Element | output port |
| Failing checks | negative setup slack |
| CTS max path bufs | 2 |
| DRT Wirelength | 1490 um |
| Top cell excl fill/tap | inv_1 |
| Detail Placement HPWL | 1170 um |
| Pleak | 0.579 nW |
| Routed Antenna Nets | 0 |
| Global-route congestion overflow total | 0 |
| Final setup viols | 6 |
| Die area | 7400 um2 |
| Warnings, synthesis | 5 |
| Final WS setup | -0.406 ns |
| Required time worst endpoint | 0.80 ns |
| Num CTS Buffers | 3 |
| Number of global-route vias before repair | 509 |
| Placer congestion estimate | 0.720 |
| Worst r2r src | fr5.f0.q$_SDFF_NN0_ |
| Hold Crit Class | reg -> reg |
| Slowest CP cell | dfxtp_2 |
| DR vias/cell | 3.11 |
| Core Box Area | 4120 um2 |
| Worst Hold Depth | 2 |
| R2R Setup Slk | 0.22 ns |
| DRC | 0 |
| Crit path cell chain | buf_2 |
| Number of library cell types mapped by synthesis | 6 |
| Pin count of the biggest net entering global routing | 8 |
| Kind of critical path | reg -> out |
| Post-Syn Instances | 93 |
| Core Rows | 23 |
| FP Core Util | 22.6% |
| Hold_ws | 0.478 ns |
| H-Tree Depth | 1 |
| Clock Latency Late Sink | 0.29 ns |
| Mapped Avg Cell Area | 10.0 um2 |
| Tool warnings | 34 |
| Status | finished, violations left |
| Reg clk slew, reported paths | 0.04 ns |
| Maxcap violations | 0 |
| Count of unclocked register or latch pins | 18 |
| Final tally of max-slew violations | 0 |
| R2R depth | 3 |
| Worst Path Buf+Inv | 1 |
| Power Total | 0.903 mW |
| Share of layout cells above drive strength 1 | 24.3% |
| Endpoints left unconstrained | 36 |
| # fillers | 440 |
| Fin area | 1160 um2 |
| Worst Hold End | fr4.f0.q$_SDFF_NN0_ |
| Critical path launch point type | flop |
## repair_timing
item                                    4_1_cts  5_1_grt
cloned                                        1        0
resized                                      23        0
buffers inserted                              3        2
endpoints found under the setup margin       12        9
## cell usage after synthesis, drive strengths merged
cell type	instances	area (um2)
buf	26	203
dfxtp	24	480
and2b	20	150
inv	19	71.3
nor2b	4	25.0
## metrics by stage
step | worst slack (ns) | utilization (%) | cells
final | -0.406 | 28.2 | 161
after global routing | -0.442 | 28.2 | 161
after CTS | -0.420 | 28.1 | 160
after detailed placement | -0.544 | 26.5 | 148
after global placement | -0.536 | 26.5 | 148
after floorplan | -0.0997 | - | 93
## final cells by class
cell class | count | area share (%)
inverters | 18 | 5.83
repair buffers | 36 | 26.0
flip-flops and latches | 24 | 42.1
clock buffers | 3 | 3.56
multi-input cells | 24 | 15.1
well taps | 50 | 5.40
clock inverters | 6 | 1.94
## layer usage
layer	global-route usage, %	part of all wire [%]	wire, um
met2	6.56	49	731
met3	2.48	11	160
met1	4.86	40	601
met5	0	0	0
met4	0.898	0	0
## power breakdown
part | total, mW | internal, mW | leakage (nW) | switching, mW
Combinational | 0.134 | 0.0932 | 0.323 | 0.0404
Clock | 0.448 | 0.292 | 0.0535 | 0.156
Sequential | 0.321 | 0.304 | 0.202 | 0.0172
Total | 0.903 | 0.689 | 0.579 | 0.214
## cell families (layout without fill, tap and decap cells)
kind of cell / count (synthesis) / after routing / share of synthesized area (%)
buffers and inverters: 45 / 63 / 29.5
DFF: 24 / 24 / 51.7
and+or+nand+nor: 24 / 24 / 18.8
## how the worst max path moves through the flow
stage	end	start	slack (ns)	cells after the start
final	count_out[0]	fr1.f0.q$_SDFF_NN0_	-0.41	1
after CTS	count_out[0]	fr1.f0.q$_SDFF_NN0_	-0.42	1
after global routing	count_out[8]	fr3.f0.q$_SDFF_NN0_	-0.44	1
No activity file was given, so power comes from the tool's default toggle rates.
